==> design.v <==
module timer
(
	input logic clk, rst_n, mant,
	output logic [7:0] out_count
);
   reg [7:0] count;  
	integer i;
	always @(posedge clk or negedge rst_n or posedge mant) begin
     if (!rst_n) begin
       count <= 8'h00;  
     end else begin
		 if (mant == 1'b1) begin
			count <= 8'h00;
		 end else begin
         if (i < 200) begin
           count <= count + 1;  
           i <= i + 1;  
         end
       end
     end
	end
	assign out_count = count;
endmodule
==> run.sh <==
#!/bin/bash
# OpenROAD 26Q1-2900-gdf79404cd8, Yosys 0.63+post, stock flow scripts
make -C /OpenROAD-flow-scripts/flow DESIGN_CONFIG=/design/flow/config.mk WORK_HOME=/design/flow/orfs finish
==> config.mk <==
export PLATFORM = sky130hd
export DESIGN_NAME = timer
export DESIGN_NICKNAME = timer
export VERILOG_FILES = /design/flow/design.v
export SDC_FILE = /design/flow/constraint.sdc
export NUM_CORES = 4
export LEC_CHECK = 1
export CORE_AREA = 10 10 114 114
export DIE_AREA = 0 0 124 124
==> constraint.sdc <==
current_design timer

set clk_period 7.6
set clk_io_pct 0.2

create_clock -name clk0 -period $clk_period [get_ports {clk}]

set non_clock_inputs [all_inputs -no_clocks]
set_input_delay [expr $clk_period * $clk_io_pct] -clock clk0 $non_clock_inputs
set_output_delay [expr $clk_period * $clk_io_pct] -clock clk0 [all_outputs]
==> CHANGELOG.md <==
### Changed

* Cell total in the yosys stat output at 182
* RSZ-0062 raised after global routing: no
* Log Warnings at 25
* Die area at around 15000 µm²
* Most common logic cell in the routed design: edfxtp_1
* Number of flops mapped to enable cells by yosys at 32
* Number of remaining DRC errors at 0
* Fin. max-slew vios at 0
* Fmax achieved at 0.311 GHz
* Worst EP arrival at 3.16 ns
* Final ANT Viol Nets at 0
* Area growth syn-to-layout at 17.5%
* CTS Sinks at about 40
* Iteration-0 DRC Markers at around 50
* Clk_skew at 0.0139 ns
* CTS buffer count at 5
* Post-Synthesis Cells at 182
* Main synth FF type: edfxtp_1
* Reg clk slew, reported paths at 0.08 ns
* Post-synthesis sequential element count at 40
* Setup_tns at 0 ns
* H-tree levels at 2
* Post CTS Setup Buffer Count at 0
* Fin util at 24.3%
* Post-DP HPWL at 2760 µm
* Row cnt at 37
* CTS Buffer Depth at 2
* Status: finished, final reports clean
* DIE WIDTH at between 100 and 150 µm
* Seq/Total Area, Yosys at 53.9%
* Fillers at 1065
* Max Fanout on Critical Path at 32
* Detailed Route WL at 4090 µm
* Area post-placement at 2410 µm²
* YS chip area at between 2000 and 2500 µm²
* Mean Syn Cell Area at ~12 µm²
* Port Buffer Count at 10
* Leakage power at 0.796 nW
* Vias per inst at 4.46
* Share of layout cells above drive strength 1 at 10.7%
* Worst VDD drop at 0.0663 mV
* Total GRT Usage at 5.59%
* CTS Root Cell: clkbuf_8
* FFs w/ async S/R, synth at 20.0%
* Largest net degree at the start of global routing at 33
* Worst-skew pair later-pin latency at 0.29 ns
* Rel. slew slack at 54.5%
* WS Path Type: in2reg
* Critical Path RT at 7.54 ns
* Hold WS at roughly 0.6 ns
* First-pass GRT wire length at slightly below 7000 µm
* I/O Pins at 11
* Drt pass-1 iters at 4
* Final Instance Area at 2530 µm²
* Ant diodes at 0
* Die H at 124 µm
* RePlAce Congestion at around 0.79
* Avg WL per Cell at 12.3 µm
* Final worst-path cycle share at between 40% and 50%
* Critical path startpoint category: input pin
* Detailed-route via count at 1486
* GRT overflow at 0
* Worst-margin pin slew at about 0.68 ns
* # Max-Cap Violations at 0
* Final setup vio count at 0
* Post-Syn Area at around 2200 µm²
* Fp util at between 20% and 30%
* Ys Warns at 1
* Vias in the first global route at approximately 1400
* Comb area at 952 µm²
* Core Region at about 10000 µm²
* Crit path time final at between 3 and 4 ns
* Initial antenna violation count at 0
* CTS tree: built
* Post-CTS Resized at 0
* Power density cells at 225 nW/µm²
* CP Capture Type: flip-flop
* Hold Buf Count CTS at 0
* Fin. Hold Viols at 0
* Top cells excl fill/tap: 32 x edfxtp_1, 27 x xnor2_1, 16 x nand3_1
* Hold Crit Class: reg2reg
* Cell variety after synth at 37
* FF+latch area at 1160 µm²
==> critical path, stage by stage <==
cell             delay (ns)
clkdlybuf4s50_1        0.44
nor2b_1                0.55
nor2b_2                0.25
buf_4                  0.37
==> report_power, final <==
part	internal, mW	total (mW)	switching (mW)
logic	0.0585	0.102	0.0438
clock network	0.105	0.178	0.0729
registers	0.256	0.290	0.0333
total	0.419	0.569	0.150
==> per-stage QoR <==
step	power, mW	instances	setup WS [ns]
2_1_floorplan	0.339	182	3.63
3_3_place_gp	0.396	325	4.07
3_5_place_dp	0.397	325	4.06
4_1_cts	0.575	333	4.35
5_1_grt	0.603	333	4.21
6_report	0.569	333	4.38
==> flip-flops by register name, indices dropped and copies added, names as in the netlist <==
name,flops
i,32
count,8
==> layout make-up <==
type,instances,share of cell area (%)
clock buffer,8,4.84
sequential,40,45.8
inverter,5,0.741
multi-input combinational,133,37.6
tap,136,6.72
timing repair buffer,11,4.25
==> routing by layer <==
metal	GRT usage [%]	up-vias	share of wire [%]
met5	0	-	0
li1	-	734	-
met4	1.22	0	1.1
met1	8.23	716	49
met3	1.15	4	4.4
met2	8.44	32	45
==> cell usage after synthesis, types with 2 or more instances <==
master / n / share of area, %
or4_1: 3 / 1.0
o21ai_0: 5 / 1.2
a21oi_1: 3 / 0.70
nor3b_1: 2 / 0.70
edfxtp_1: 32 / 45
o311ai_1: 2 / 0.81
nand3_1: 16 / 3.7
or3_1: 2 / 0.58
nor2_1: 2 / 0.35
nand4b_1: 2 / 0.81
xor2_1: 4 / 1.6
nand4_1: 13 / 3.8
nor2b_1: 4 / 1.2
and4_1: 5 / 2.0
o211ai_1: 2 / 0.70
inv_1: 5 / 0.87
clkbuf_1: 2 / 0.35
nor4_2: 5 / 2.9
ha_1: 2 / 1.2
and3_1: 9 / 2.6
dfrtp_1: 8 / 9.3
xnor2_1: 27 / 11
nor3_1: 3 / 0.70
nand2_1: 11 / 1.9
==> worst paths after layout <==
check / slack, ns / startpoint / end / cells past startpoint
setup / recovery: 4.38 / rst_n / i[18]$_DFFE_PP_ / 4
hold / removal: 0.60 / count[7]$_DFFE_PP0P_ / count[7]$_DFFE_PP0P_ / 2
setup reg to reg: 5.40 / i[17]$_DFFE_PP_ / i[18]$_DFFE_PP_ / 5
hold reg to reg: 0.60 / count[7]$_DFFE_PP0P_ / count[7]$_DFFE_PP0P_ / 2
max in group asynchronous: 5.45 / rst_n / count[1]$_DFFE_PP0P_ / 2
min in group asynchronous: 1.66 / mant / count[5]$_DFFE_PP0P_ / 2
==> logic make-up (layout without fill, tap and decap cells) <==
| kind of cell | count (synthesis) | after routing | synth area share, % |
|---|---|---|---|
| AOI/OAI and AO/OA | 17 | 17 | 5.51 |
| xor gates and xnor gates | 31 | 31 | 12.6 |
| adders and majority gates | 2 | 2 | 1.16 |
| buffers and inverters | 9 | 24 | 2.09 |
| DFF | 40 | 40 | 53.9 |
| muxes | 1 | 1 | 0.522 |
| and+or+nand+nor | 82 | 82 | 24.3 |
Power and IR drop assume default switching activity.
