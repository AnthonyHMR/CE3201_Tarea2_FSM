[design/flow/run.sh]
#!/bin/bash
# OpenROAD 26Q1-2900-gdf79404cd8, Yosys 0.63+post, stock flow scripts
make -C /OpenROAD-flow-scripts/flow DESIGN_CONFIG=/design/flow/config.mk WORK_HOME=/design/flow/orfs finish
[design/flow/constraint.sdc]
current_design RegistroMantenimiento

set clk_period 1.4
set clk_io_pct 0.2

create_clock -name clk0 -period $clk_period [get_ports {clk}]

set non_clock_inputs [all_inputs -no_clocks]
set_input_delay [expr $clk_period * $clk_io_pct] -clock clk0 $non_clock_inputs
set_output_delay [expr $clk_period * $clk_io_pct] -clock clk0 [all_outputs]
[design/flow/config.mk]
export PLATFORM = sky130hd
export DESIGN_NAME = RegistroMantenimiento
export DESIGN_NICKNAME = RegistroMantenimiento
export VERILOG_FILES = /design/flow/design.v
export SDC_FILE = /design/flow/constraint.sdc
export NUM_CORES = 4
export LEC_CHECK = 1
export CORE_AREA = 10 10 70 70
export DIE_AREA = 0 0 80 80
[design/flow/design.v]
module RegistroMantenimiento (
    input logic clk,
    input logic reset,
    input logic enable,
    output logic [7:0] num_mante
);
    always_ff @(posedge clk or posedge reset) begin
        if (reset)
            num_mante <= 8'h00;  
        else if (enable)
            num_mante <= num_mante + 1;  
    end
endmodule
==> notes.md <==
yosys + openroad results -> Post-Syn Area per Cell=approximately 13 um2, Routed WL=848 um, required time worst endpoint=~1100 ps, worst rel slew slack=between 80% and 90%, initial antenna violation count=0, Hold Fails Final Rpt=0, CTS Buf Count=3, Largest regs=num_mante x8, most numerous cell in the Yosys netlist=dfrtp_1, cell family with most CP delay=buffers and inverters, synthesized area=between 300 and 400 um2, fmax=0.746 GHz, row count=21, Root Buffer=clkbuf_4, Post-DP HPWL=roughly 610 um, CTS Hold Bufs=0, ant diodes=0, MaxCap Viol Count=0, Final Critical Period=about 1300 ps, Die Height=roughly 80 um, clk_skew=1.06 ps, TritonCTS clock tree=done, Worst R2R Setup Slack=100 ps, CP Capture Type=output port, dominant cell type by area after synthesis=dfrtp_1, GR Layer Usage met2=roughly 3.5%, yosys warning tally=1, critical path, cell by cell=clkdlybuf4s50_1, Worst-path clk slew=50 ps, Syn Inst Count=27, crit start category=register, area grow syn2layout=79.0%, Starting Density=~10%, initial DRC count=3, static leakage=0.310 nW, share of layout cells above drive strength 1=a little over a third, H-Tree Depth=1, CP Max Fanout=2, met1 Usage GRT=3.85%, DR pass1 iterations=3, number of enable flip-flop cells=0, busiest grt layer=met1, commonest cells in the netlist=dfrtp_1, xnor2_1, nand2_1, xor2_1, nand4_1, yosys cell count=27, clock tree sinks=8, largest net degree at the start of global routing=9, Slew @ Worst Pin=approximately 280 ps, ANT nets after route=0, Largest register FFs=8, peak supply drop=0.000788 V, GRT overflow=0, cycle use final=a little over nine tenths, IO Pins=11, Top cells by area=dfrtp_1, xnor2_1, xor2_1, Synth flops=8, RSZ-0062 raised after global routing=no, Core Util, Final=a little under a fifth, max-slew violations=0, global-route usage over all layers=~3.0%, GPL Wtd Cong=around 0.8, Async SR Flop Fraction=roughly 100%, Yosys cell types=12, HP Class=primary input to asynchronous set/reset pin, Core Area=roughly 0.0034 mm2, worst path bufs/invs=1, overall power=around 1.1 mW, slowest stage delay, CP=470 ps, vias in the first global route=303, Area leader share=58.0%, WL per Instance=about 8.7 um, status=finished clean, WS Path Type=register to output port, critical path's slowest cell=clkdlybuf4s50_1, Die ar.=about 0.0064 mm2, # DRC=0, PortBufs=10, tool warnings=25, via count=288, met3 Resource Use GR=around 3.0%, yosys synthesis chip area=roughly 350 um2, CTS max path bufs=2, global-route wire length before repair=1480 um, via/cell ratio=around 3.0, Critical Path AT=between 1000 and 1500 ps, Power Dens Cells=~1800 mW/mm2, Setup violations, final=0, Seq/Total Area, Yosys=between 50% and 60%, Most flops, register=num_mante, Dominant Register Cell=dfrtp_1, die width=80 um, Late-Pin Clk Latency=250 ps
-- path summary, 6_finish.rpt --
check / cells after the start / startpoint / endpoint
setup / recovery: 1 / num_mante[6] / num_mante[6]
hold / removal: 2 / reset / num_mante[6]
max in group asynchronous: 2 / reset / num_mante[2]
setup reg to reg: 4 / num_mante[0] / num_mante[1]
min in group clk0: 1 / num_mante[2] / num_mante[2]
hold reg to reg: 1 / num_mante[2] / num_mante[2]
-- placed cells by master, fill, tap and decap left out --
master,instances
buf_4,11
dfrtp_1,7
clkdlybuf4s50_1,5
xnor2_1,4
dlymetal6s2s_1,4
nand2_1,3
xor2_1,3
clkbuf_4,3
nand4_1,2
nand4_2,1
nor2_1,1
and3_1,1
inv_1,1
nor3_2,1
mux2_2,1
ha_1,1
dfrtp_2,1
dlygate4sd2_1,1
-- final cells by class --
cell class / count / area [um2]
clock buffers: 3 / 22.5
multi-input cells: 18 / 141
well taps: 46 / 57.6
inverters: 1 / 3.75
flip-flops and latches: 8 / 201
fillers: 383 / 2800
repair buffers: 21 / 191
-- metal layers --
layer	part of all wire (%)	vias to the layer above
met5	0	-
met4	0.59	0
met3	10	2
met2	35	13
met1	54	132
li1	-	141
-- cell families (layout without fill, tap and decap cells) --
kind of cell	after synthesis	count (layout)	synth area share (%)
flip-flops	8	8	58.0
XOR/XNOR	7	7	17.8
buffers and inverters	1	25	1.09
adder cells (fa/ha/maj)	1	1	3.62
AND/OR/NAND/NOR	9	9	16.3
multiplexers	1	1	3.26
-- metrics by stage --
stage / worst slack, ps / instance area [um2] / hold WS, ps / instances / TNS, ps
after floorplan: 356 / 345 / 95.7 / 27 / 0
after global placement: 11.5 / 510 / 462 / 84 / 0
after detailed placement: -20.9 / 510 / 460 / 84 / -20.9
after CTS: 13.2 / 578 / 281 / 93 / 0
after global routing: 0.0351 / 618 / 296 / 97 / 0
final: 59.2 / 618 / 267 / 97 / 0
-- what timing repair did --
action | CTS | global route
buffers inserted | 6 | 4
endpoints found under the setup margin | 7 | 5
gates resized | 2 | 4
-- power by group --
group	switching (mW)	internal [mW]	total (mW)
combinational	0.182	0.368	0.549
sequential	0.0672	0.332	0.399
clock	0.0737	0.0978	0.171
total	0.323	0.797	1.12
Power figures rest on the tool's default switching activity, not on a simulated workload.
